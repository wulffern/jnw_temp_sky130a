==> /design/flow/run.sh <==
#!/bin/bash
# OpenROAD 26Q1-2900-gdf79404cd8, Yosys 0.63+post, stock flow scripts
make -C /OpenROAD-flow-scripts/flow DESIGN_CONFIG=/design/flow/config.mk WORK_HOME=/design/flow/orfs finish
==> /design/flow/config.mk <==
export PLATFORM = sky130hd
export DESIGN_NAME = dig
export DESIGN_NICKNAME = dig
export VERILOG_FILES = /design/flow/design.v
export SDC_FILE = /design/flow/constraint.sdc
export NUM_CORES = 4
export LEC_CHECK = 1
export CORE_AREA = 10 10 71 71
export DIE_AREA = 0 0 81 81
==> /design/flow/constraint.sdc <==
current_design dig

set clk_period 1.8
set clk_io_pct 0.2

create_clock -name clk0 -period $clk_period [get_ports {clk}]

set non_clock_inputs [all_inputs -no_clocks]
set_input_delay [expr $clk_period * $clk_io_pct] -clock clk0 $non_clock_inputs
set_output_delay [expr $clk_period * $clk_io_pct] -clock clk0 [all_outputs]
==> /design/flow/design.v <==
module dig(
           input wire         clk,
           input wire         reset,
           input wire         CMPO_1V8,
           output logic       PTAT_1V8,
           output logic       CTAT_1V8,
           output logic       RESET_1V8,
           output logic       STARTUP_1V8,
           output logic       PWM_1V8,
           output logic [1:0] state,
           output logic [7:0] count
           );
   logic                      rst = 0;
   parameter                  WARMUP=0,PTAT = 1, CTAT = 3;
   logic                      pwm = 0;
   logic                      creset = 0;
   logic                      start = 0;
   assign PWM_1V8 = pwm ;
   assign RESET_1V8 = reset | creset;
   assign STARTUP_1V8 = start | reset;
   always_ff @(posedge clk) begin
      if(reset)
        rst <= 1;
      else
        rst <= 0;
   end
   always_ff @(posedge clk) begin
      if(rst) begin
         PTAT_1V8 <= 0;
         CTAT_1V8 <= 0;
         start <= 1;
         creset <= 1;
         state <= WARMUP;
         count <= 0;
      end
      else begin
         case(state)
           WARMUP: begin
              if(count > 200) begin
                 state <= PTAT;
                 PTAT_1V8 <= 0;
                 CTAT_1V8 <= 0;
                 start <= 0;
                 pwm <= 0;
                 creset <= 1;
                 count <= 0;
              end
              else if(count > 50) begin
                 state <= WARMUP;
                 PTAT_1V8 <= 0;
                 CTAT_1V8 <= 0;
                 start <= 0;
                 pwm <= 0;
                 creset <= 1;
                 count <= count + 1;
              end
              else begin
                 state <= WARMUP;
                 PTAT_1V8 <= 0;
                 CTAT_1V8 <= 0;
                 pwm <= 0;
                 start <= 1;
                 creset <= 1;
                 count <= count + 1;
              end
           end
           PTAT: begin
              if(CMPO_1V8) begin
                 count <= 0;
                 state <= CTAT;
                 PTAT_1V8 <= 0;
                 pwm <= ~pwm;
                 start <= 0;
                 CTAT_1V8 <= 0;
                 creset <= 1;
              end
              else begin
                 PTAT_1V8 <= 1;
                 CTAT_1V8 <= 0;
                 creset <= 0;
                 start <= 0;
                 pwm <= pwm;
                 state <= PTAT;
                 count <= count + 1;
              end
           end
           CTAT: begin
              if(CMPO_1V8) begin
                 PTAT_1V8 <= 0;
                 CTAT_1V8 <= 0;
                 creset <= 1;
                 pwm <= ~pwm;
                 start <= 0;
                 count <= 0;
                 state <= PTAT;
              end
              else begin
                 PTAT_1V8 <= 0;
                 CTAT_1V8 <= 1;
                 start <= 0;
                 pwm <= pwm;
                 creset <= 0;
                 count <= count + 1;
                 state <= CTAT;
              end
           end  
           default: begin
              state <= PTAT;
              end
         endcase  
      end
   end  
endmodule
==> results.sh <==
# physical design summary
export IMPL_outcome="finished clean"
export IMPL_dp_hpwl_mm=1.26
export IMPL_powerDensity_nw_per_um2=669
export IMPL_max_stage_delay_ps=410
export IMPL_die_w_um=81
export IMPL_ir_drop_uv=433
export IMPL_synthCells=86
export IMPL_power_frac_clock_pct=42.9
export IMPL_setup_viol=0
export IMPL_p_sw_uw=158
export IMPL_timing_hold_ws_ps=368
export IMPL_grt_max_degree=10
export IMPL_cts_tree="done"
export IMPL_max_freq_mhz=609
export IMPL_path_cells="dlygate4sd2_1 -> or2_2 -> clkdlybuf4s50_1"
export IMPL_fin_cells=156
export IMPL_layout_top_cells="nor2_1 (18), clkdlybuf4s50_1 (16), dfxtp_1 (15)"
export IMPL_layout_top_cell="nor2_1"
export IMPL_coreArea_um2=3630
export IMPL_start_kind="input pin"
export IMPL_logic_area_um2=464
export IMPL_ys_cells=86
export IMPL_area_growth_pct=34.9
export IMPL_grt_usage_pct=5.24
export IMPL_wl_mm=1.70
export IMPL_critical_path_arrival_ps=1280
export IMPL_clockRootBuffer="clkbuf_8"
export IMPL_cp_slowest_cell="clkdlybuf4s50_1"
export IMPL_fp_util_pct=22.7
export IMPL_htreeDepth=1
export IMPL_die_area_um2=6560
export IMPL_cts_made_buffers=3
export IMPL_p_int_uw=586
export IMPL_num_fill_cells=370
export IMPL_ys_seq_elements=16
export IMPL_die_y_um=81
export IMPL_fin_crit_ps=1640
export IMPL_synth_cell_types=31
export IMPL_syn_cell_area_um2=825
export IMPL_gp_congestion=0.787
export IMPL_grt_pass1_vias=602
export IMPL_grt_overflow=0
export IMPL_path_clk_slew_ps=60
export IMPL_p_leak_uw=0.000393
export IMPL_hold_buffers=0
export IMPL_setup_tns_final_ps=0
export IMPL_ys_area_um2=825
export IMPL_postSynthSeqShare_pct=40.1
export IMPL_cts_sinks=16
export IMPL_cts_setup_buffers=0
export IMPL_critPathKind="in2out"
export IMPL_cap_violations=0
export IMPL_antenna_found_initial=0
export IMPL_final_util_pct=30.6
export IMPL_combPwrFrac_pct=6.4
export IMPL_drv_slew=0
export IMPL_slew_headroom_pct=73.2
export IMPL_drt_iter0_markers=15
export IMPL_cts_max_path_buffers=2
export IMPL_finalHoldViolCount=0
export IMPL_startpoint="reset"
export IMPL_min_path_type="in2reg"
export IMPL_rows=22
export IMPL_wl_per_cell_um=10.9
export IMPL_vias=628
export IMPL_drive_gt1_share_pct=13.0
export IMPL_syn_avg_cell_area_um2=9.59
export IMPL_place_port_buffers=17
export IMPL_seqPwrFrac_pct=50.6
export IMPL_yosysWarningCount=1
export IMPL_drtPass1Iterations=4
export IMPL_min_period_over_period_pct=91.2
export IMPL_vias_per_cell=4.03
export IMPL_grt_pass1_wl_mm=2.82
export IMPL_log_warning_count=30
export IMPL_drc=0
export IMPL_swShare_pct=21.3
export IMPL_dp_cells=152
export IMPL_n_antenna_cell=0
export IMPL_clk_latency_ps=250
export IMPL_clock_skew_ps=1.03
export IMPL_r2r_start="state[0]"
export IMPL_worst_slew_pin_slew_ps=401
export IMPL_endpoint_kind="output pin"
export IMPL_min_from="reset"
export IMPL_cp_required_ps=1440
export IMPL_path_max_fanout=3
export IMPL_ff_latch_area_um2=330
export IMPL_rsz0062_at_grt="false"
export IMPL_ant_nets=0
export IMPL_io_pins=18
==> final timing paths <==
| kind | to | slack (ps) | cells past startpoint |
|---|---|---|---|
| setup / recovery | STARTUP_1V8 | 160 | 3 |
| hold / removal | rst | 370 | 1 |
| setup reg to reg | count[7] | 240 | 6 |
| hold reg to reg | start | 490 | 1 |
==> kinds of logic (layout without fill, tap and decap cells) <==
group,after synthesis,after routing,synth area share (%)
muxes,2,2,2.43
DFF,16,16,40.1
xor gates and xnor gates,7,7,7.44
and+or+nand+nor,39,39,23.7
AOI/OAI and AO/OA,9,9,12.1
buffers and inverters,6,28,3.64
adders and majority gates,7,7,10.6
==> critical path, delay by kind of cell <==
kind	cells	cell delay [ps]
buffers and inverters	2	660
and+or+nand+nor	1	270
==> cells in the mapped netlist <==
cell type,n,area [um^2]
a31oi_4,1,21.3
buf_6,1,11.3
dfxtp_1,15,300
o21bai_1,1,7.51
o31ai_4,1,21.3
xor2_1,2,17.5
nor4_1,1,6.26
nand2_1,4,15.0
nand2b_2,1,8.76
nand4b_1,1,8.76
nor2_1,18,67.6
a21o_1,1,7.51
or2_1,1,6.26
a221o_1,1,10.0
a21oi_1,1,5.00
o211ai_1,1,7.51
a22oi_1,1,7.51
nor3b_1,1,7.51
or2_2,2,12.5
nand3_1,2,10.0
nor4_2,1,12.5
a211oi_2,1,12.5
mux2i_1,2,20.0
nor2_2,1,6.26
ha_1,7,87.6
nor3_1,3,15.0
inv_1,5,18.8
xnor2_1,5,43.8
nand2b_1,1,6.26
nor2b_1,2,12.5
edfxtp_1,1,30.0
==> metrics by stage <==
| step | power, uW | instance area, um^2 | setup WS, ps |
|---|---|---|---|
| after detailed placement | 433 | 1060 | -48.1 |
| after global routing | 783 | 1110 | 83.4 |
| final | 744 | 1110 | 158 |
| after global placement | 432 | 1060 | -27.9 |
| after floorplan | 407 | 825 | 391 |
| after CTS | 756 | 1110 | 140 |
==> state kept, by name, indices dropped and copies added, names as in the netlist <==
signal    cells
count         8
state         2
start         1
rst           1
pwm           1
creset        1
PTAT_1V8      1
CTAT_1V8      1
==> repair_timing <==
action | 4_1_cts | 5_1_grt
resized | 1 | 0
endpoints found under the setup margin | 2 | 0
hold endpoints to repair | 0 | 0
==> power groups by stage <==
| stage | clock network (uW) | registers (uW) | logic, uW |
|---|---|---|---|
| after CTS | 331 | 377 | 48.6 |
| after global routing | 352 | 378 | 52.8 |
| final | 320 | 377 | 47.8 |
==> metal layers <==
layer | GRT usage [%] | part of all wire (%) | up-vias | routed length [um]
met5 | 0 | 0 | - | 0
met4 | 0.519 | 0 | 0 | 0
met3 | 3.01 | 11 | 0 | 182
met2 | 7.17 | 39 | 14 | 668
met1 | 7.28 | 50 | 280 | 844
li1 | - | - | 334 | -
==> final cells by class <==
cell class | count | area share (%)
clock buffers | 4 | 4.95
inverters | 5 | 1.69
multi-input cells | 64 | 41.7
flip-flops and latches | 16 | 29.7
well taps | 48 | 5.40
repair buffers | 19 | 16.5
Power is estimated from default activity; no workload was simulated.
